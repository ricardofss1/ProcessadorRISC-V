==> /design/flow/design.v <==
module ULA(
input logic [7:0] SrcA, SrcB,
input logic [2:0] ULAControl,
output logic [7:0] ULAResult,
output logic FlagZ
);
always_comb begin
	case(ULAControl)
        3'b000 : ULAResult = SrcA + SrcB;         
        3'b001 : ULAResult = SrcA - SrcB;         
        3'b010 : ULAResult = SrcA & SrcB;         
        3'b011 : ULAResult = SrcA | SrcB;         
        3'b100 : ULAResult = SrcA * SrcB;         
        3'b101 : ULAResult = (SrcA < SrcB) ? 1 : 0;  
        3'b110 : ULAResult = SrcA / SrcB;         
        3'b111 : ULAResult = SrcA ^ SrcB;         
        default: ULAResult = 0;
    endcase
	FlagZ = (ULAResult == 0) ? 1 : 0; 
end
endmodule
==> /design/flow/run.sh <==
#!/bin/bash
# OpenROAD 26Q1-2900-gdf79404cd8, Yosys 0.63+post, stock flow scripts
make -C /OpenROAD-flow-scripts/flow DESIGN_CONFIG=/design/flow/config.mk WORK_HOME=/design/flow/orfs finish
==> /design/flow/config.mk <==
export PLATFORM = sky130hd
export DESIGN_NAME = ULA
export DESIGN_NICKNAME = ULA
export VERILOG_FILES = /design/flow/design.v
export SDC_FILE = /design/flow/constraint.sdc
export NUM_CORES = 4
export LEC_CHECK = 1
export CORE_UTILIZATION = 30
==> /design/flow/constraint.sdc <==
current_design ULA

set clk_period 15.8
set clk_io_pct 0.2

create_clock -name clk0 -period $clk_period

set non_clock_inputs [all_inputs -no_clocks]
set_input_delay [expr $clk_period * $clk_io_pct] -clock clk0 $non_clock_inputs
set_output_delay [expr $clk_period * $clk_io_pct] -clock clk0 [all_outputs]
==> out/results.ini <==
[floorplanning]
die_h_um = 111
fp-utilization = 0.308
io_pins = 28
die_x_um = 111
fp.coreArea_mm2 = 0.0115
floorplan.rows = 39
dieArea_mm2 = 0.0122

[synthesis]
ys_cells = 473
syn_inst = 473
syn_area_mm2 = 0.00354
syn_area_per_cell_um2 = 7.48
synth_top_area_share = 0.279
yosysSeqAreaShare = 0
ys_warn_count = 1
topCellsByArea = ha_1 (28%), fa_1 (7.9%), o21ai_0 (5.2%), inv_1 (5.1%), xnor2_1 (4.7%)
synth_cell_type_count = 64
synthTopCellsByCount = ha_1 (79), inv_1 (48), nor2_1 (44)
yosys_area_mm2 = 0.00354
most_common_cell = ha_1
synth_top_cell_by_area = ha_1

[placed_design]
hpwl_um = 9240
gp_congestion = 0.953
io_buffers = 28
dpl_cell_area_mm2 = 0.00470

[drt]
wirelength_um = 11500
diodes = 0
viasPerCell = 5.10
first_pass_iters = 4
drt-wirelength-per-cell_um = 15.7
drc = 0
ant_nets = 0
dr.first_iter.drc_count = 179
num_vias = 3735

[finish]
layout-area-overhead-vs-synth_pct = 42.3
drive_above_1_share = 0.299
seqCellArea_um2 = 0
design_area_mm2 = 0.00503
flops = 0
nClkBuffers = 0

[global_route]
grt_pass1_vias = 3620
grt-ovfl-total = 0
antenna_found_initial = 0
grt_use_total = 0.192
grt_max_degree = 28
grt_pass1_wl_um = 18900

[status]
violations = setup timing
outcome = finished with violations

[sta]
rsz0062_at_grt = true
fin_crit_ns = 16.94
hold_viol_final = 0
slew_viol_final = 0
finalSetupTns_ns = -1.70
setup-violations-final = 3
worst_pin_slew_ns = 0.693
post-route-period-util = 1.07
fin_ws_ns = -1.14
fmax_mhz = 59.0
relSlewSlack = 0.536

[setup_path]
slowest_delay_ns = 0.55
cp-start-kind = input port
crit_buf_inv = 4
cp-end-kind = output port
cp_common_cell = ha_4
cp_max_fo = 6
cp.arrival_ns = 13.78
worstSetupPathType = input port to output port
slowest_stage = or4_1
required_ns = 12.64
critPathTopFamily = AND-OR/OR-AND gates

[power_and_ir_drop]
power.leakage_nw = 2.45
ir_drop_mv = 0.0181
p_per_area_mw_per_mm2 = 48.4
power.total_mw = 0.243

[clock_network]
cts_hold_buf = 0

[job]
maxCapViolCount = 0
tool_warnings = 55

[hold_path]
hp-class = input port to output port

==> cell type report <==
class	instances	area, um2
Inverter	50	188
Timing Repair Buffer	131	1050
Multi-Input combinational cell	408	3620
Fill cell	1081	6430
Tap cell	143	179
==> per-layer routing <==
metal / up-vias / wire (um) / track usage
li1: 1901 / - / -
met1: 1751 / 5980 / 0.307
met2: 75 / 4880 / 0.287
met3: 8 / 480 / 0.0190
met4: 0 / 119 / 0.0231
met5: - / 0 / 0
==> per-stage QoR <==
| stage | hold slack (ns) | setup WS, ns | instances | util |
|---|---|---|---|---|
| after detailed placement | 7.64 | -2.08 | 705 | 0.410 |
| after global routing | 7.41 | -1.70 | 732 | 0.439 |
| after CTS | 7.34 | -1.04 | 721 | 0.425 |
| after global placement | 7.62 | -1.84 | 705 | 0.410 |
| after floorplan | 6.53 | -0.665 | 473 | - |
| final | 7.31 | -1.14 | 732 | 0.439 |
==> cell usage in the layout, fill, tap and decap left out, drive strengths merged, types with 14 or more instances in the layout <==
cell type      count
inv               48
o21ai             37
xnor2             19
a21oi             28
ha                79
nor2              44
buf              108
fa                14
clkdlybuf4s50     18
nand2             36
==> where the power goes <==
part	internal (mW)	total [mW]	switching, mW	leakage [nW]
Combinational	0.127	0.243	0.117	2.45
Clock	0	0	0	0
Sequential	0	0	0	0
==> kinds of logic after synthesis <==
logic type      Yosys count  synth area share
fa+ha+maj                93             0.359
simple gates            133             0.181
buf+inv                  65            0.0690
xor+xnor                 34            0.0920
mux                      17            0.0559
compound gates          131             0.244
==> final timing paths <==
check,start,endpoint,slack [ns],depth (start not counted)
max,SrcB[6],FlagZ,-1.14,51
min,SrcB[7],FlagZ,7.31,9
==> what timing repair did <==
| item | 4_1_cts | 5_1_grt |
|---|---|---|
| pin swaps | 35 | 34 |
| endpoints found under the hold margin | 0 | 0 |
| buffers inserted | 16 | 11 |
| setup endpoints to repair | 3 | 3 |
| gates resized | 41 | 21 |
Power and IR drop assume default switching activity.
