$ cat flow/run.sh
#!/bin/bash
# OpenROAD 26Q1-2900-gdf79404cd8, Yosys 0.63+post, stock flow scripts
make -C /OpenROAD-flow-scripts/flow DESIGN_CONFIG=/design/flow/config.mk WORK_HOME=/design/flow/orfs finish
$ cat flow/config.mk
export PLATFORM = sky130hd
export DESIGN_NAME = DataMem
export DESIGN_NICKNAME = DataMem
export VERILOG_FILES = /design/flow/design.v
export SDC_FILE = /design/flow/constraint.sdc
export NUM_CORES = 4
export LEC_CHECK = 1
export CORE_UTILIZATION = 40
$ cat flow/constraint.sdc
current_design DataMem

set clk_period 5.4
set clk_io_pct 0.2

create_clock -name clk0 -period $clk_period [get_ports {clk}]

set non_clock_inputs [all_inputs -no_clocks]
set_input_delay [expr $clk_period * $clk_io_pct] -clock clk0 $non_clock_inputs
set_output_delay [expr $clk_period * $clk_io_pct] -clock clk0 [all_outputs]
$ cat flow/design.v
module DataMem (
input logic [7:0] A, WD,
input logic rst, clk, WE,
output logic [7:0] RD
);
int i;
logic [7:0] mem[0:255];
always @(posedge clk or negedge rst) begin
	if (rst == 0) begin
		mem[0] <= 0;
		mem[1] <= 0;
		mem[2] <= 0;
		mem[3] <= 0;
		mem[4] <= 0;
		mem[5] <= 0;
		mem[6] <= 0;
		mem[7] <= 0;
	end
	else if (WE) begin  
		mem[A] <= WD;
	end
end
assign RD = mem[A];  
endmodule
==> results.sh <==
# physical design summary
export IMPL_status="did not finish"
export IMPL_stop_stage="5_1_grt"
export IMPL_firstError="[ERROR GRT-0116] Global routing finished with congestion. Check the congestion regions in the DRC Viewer."
export IMPL_synth_stat_cells=4987
export IMPL_worst_endpoint="RD[4]"
export IMPL_worstEndpointType="output port"
export IMPL_syn_inst=4987
export IMPL_ys_types=68
export IMPL_postSynthAreaPerCell_sq_um=15.8
export IMPL_ys_seq_share_pct=77.5
export IMPL_root_buffer="clkbuf_16"
export IMPL_cts_made_buffers=215
export IMPL_syn_cell_area_sq_um=79000
export IMPL_dp_hpwl_mm=418
export IMPL_htree_levels=4
export IMPL_num_rows=162
export IMPL_topCellsByArea="edfxtp_1, nand3_1, a22oi_1"
export IMPL_post_dp_cell_area_sq_um=96700
export IMPL_place_congestion=1.21
export IMPL_synth_most_common_cell="edfxtp_1"
export IMPL_common_cells="edfxtp_1, nand3_1, a22oi_1, nor2_1, clkbuf_1"
export IMPL_top_area_share_pct=75.5
export IMPL_grt_max_degree=95
export IMPL_dieWidth_microns=446
export IMPL_ys_area_sq_um=79000
export IMPL_initial_core_util_pct=40.4
export IMPL_dpl_cell_count=8818
export IMPL_flop_cell="edfxtp_1"
export IMPL_die_h_microns=446
export IMPL_ys_flops=2048
export IMPL_cts_sinks=2048
export IMPL_edf_count=1984
export IMPL_synth_largest_area_cell="edfxtp_1"
export IMPL_yosysWarningCount=2
export IMPL_ios=27
export IMPL_synthArstFlopShare_pct=3.13
export IMPL_ctsHoldBuffers=0
export IMPL_clock_path_buffers=3
export IMPL_port_buffers=26
## cells by family after synthesis
family,after synthesis,share of synthesized area (%)
mux,66,0.938
buf+inv,431,2.25
simple gates,1485,9.99
flops,2048,77.5
xor+xnor,1,0.0111
compound gates,956,9.32
## repair_timing
action | in CTS
cloned | 10
setup buffers | 94
pin swaps | 140
setup endpoints to repair | 8
resized | 378
## per-stage QoR
stage	TNS, ns	setup WS (ns)	total power [uW]
2_1_floorplan	0	0.899	18300
4_1_cts	-1.96	-0.352	35200
3_3_place_gp	-11.39	-1.87	19900
3_5_place_dp	-10.71	-1.73	19900
Power and IR drop assume default switching activity.
